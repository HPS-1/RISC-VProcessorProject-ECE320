===== flow/run.sh =====
#!/bin/bash
# OpenROAD 26Q1-2900-gdf79404cd8, Yosys 0.63+post, stock flow scripts
make -C /OpenROAD-flow-scripts/flow DESIGN_CONFIG=/design/flow/config.mk WORK_HOME=/design/flow/orfs finish

===== flow/config.mk =====
export PLATFORM = sky130hd
export DESIGN_NAME = writeback_logic
export DESIGN_NICKNAME = writeback_logic
export VERILOG_FILES = /design/flow/design.v
export SDC_FILE = /design/flow/constraint.sdc
export NUM_CORES = 4
export LEC_CHECK = 1
export CORE_AREA = 10 10 116 116
export DIE_AREA = 0 0 126 126

===== flow/constraint.sdc =====
current_design writeback_logic

set clk_period 8.1
set clk_io_pct 0.2

create_clock -name clk0 -period $clk_period

set non_clock_inputs [all_inputs -no_clocks]
set_input_delay [expr $clk_period * $clk_io_pct] -clock clk0 $non_clock_inputs
set_output_delay [expr $clk_period * $clk_io_pct] -clock clk0 [all_outputs]

===== flow/design.v =====
module writeback_logic(
  input [6:0] w_opcode,
  input [31:0] alu_res,
  input [31:0] mem_data,
  input [31:0] w_pc,
  input [2:0] w_funct3,
  input w_br_taken,
  output reg w_enable,
  output reg [31:0] w_data,
  output reg [31:0] next_pc
);
initial begin
    w_enable = 1'b0;
    w_data = 32'h00000000;
    next_pc = 32'h00000000;
end
always @(*) begin
    case (w_opcode)  
        7'b0110111,  
        7'b0010111,  
        7'b0010011,  
        7'b0110011: begin  
            w_enable = 1;
            w_data = alu_res;
            next_pc = w_pc + 4;
        end
        7'b1101111,  
        7'b1100111: begin  
            w_enable = 1;
            w_data = w_pc + 4;
            next_pc = alu_res;
        end
        7'b1100011: begin  
            w_enable = 0;
            w_data = 0;
            if (w_br_taken) begin
                next_pc = alu_res;
            end else begin
                next_pc = w_pc + 4;
            end
        end
        7'b0000011: begin  
            w_enable = 1;
            if (w_funct3 == 3'b000) begin
                w_data = {{24{mem_data[7]}}, mem_data[7:0]};
            end else if (w_funct3 == 3'b001) begin
                w_data = {{16{mem_data[15]}}, mem_data[15:0]};
            end else if (w_funct3 == 3'b010) begin
                w_data = mem_data[31:0];
            end else if (w_funct3 == 3'b100) begin
                w_data = {{24{1'b0}}, mem_data[7:0]};
            end else if (w_funct3 == 3'b101) begin
                w_data = {{16{1'b0}}, mem_data[15:0]};
            end else begin
                w_data = 32'h00000000;
            end
            next_pc = w_pc + 4;
        end
        7'b0100011: begin  
            w_enable = 0;
            w_data = 0;
            next_pc = w_pc + 4;
        end
        default: begin
            w_enable = 0;  
            w_data = 0;
            next_pc = w_pc + 4;
        end
    endcase
end
endmodule

==> results.cfg <==
; synthesis and place-and-route metrics
[setup_path]
crit_required_ns = 6.48
path_class = primary input to output pin
start_kind = primary input
critPathCaptureType = output pin
path_max_fanout = 16
arrival_ns = 4.40

[detailed_routing]
wl_per_cell_um = 18.3
vias = 2941
drt_wl_total_um = 10900
drc = 0
ant_nets = 0
drt_iter0_drc = 288
viasPerCell = 4.92
antenna_cells = 0
first_pass_iters = 7

[grt]
track_usage_pct = 12.6
grt-ovfl-total = 0
antenna_found_initial = 0
grt_pass1_wl_um = 16600
grt_max_degree = 36
grt_pass1_vias = 2886

[place]
pre_cts_slack_ns = 2.08
port_buffers = 172
placed_cells = 598
hpwl_um = 9190
placed_cell_area_um2 = 3630
gp_congestion = 0.887

[power]
p_leak_nw = 1.32
power_per_cell_area_nw_per_um2 = 37.8
ir_worst_vdd_mv = 0.0190

[final_timing]
finalHoldViolations = 0
setup_ws_ns = 2.08
fin_setup_tns_ns = 0
worst_pin_slew_ns = 0.733
max_clock_freq_ghz = 0.166
finalCritPeriodShare_pct = 74.4
final-setup-viol-count = 0
final_max_slew_viol_count = 0
max_slew_margin_pct = 50.9
min_period_ns = 6.02
rsz0062_at_grt = no

[layout]
final_util_pct = 33.2
clock_buffers = 0
stdcell_count = 598
flop-count = 0
regArea_um2 = 0
final_layout_size_suffix_gt1_share_pct = 3.49
stdcell_area_um2 = 3630
syn_to_final_growth_pct = 103

[floorplanning]
coreArea_um2 = 10900
std_cell_rows = 38
dieArea_um2 = 15900
die_w_um = 126
fp-utilization_pct = 16.4
die_h_um = 126
ioPinCount = 172

[synthesis]
synth_seq_share_pct = 0
ys_cells = 306
avgSynthCellArea_um2 = 5.86
yosysChipArea_um2 = 1790
post-synth-top-area-fraction_pct = 12.0
syn_inst = 306
syn_area_um2 = 1790
yosysTopAreaCell = a21oi_1
yosys-top-cells-count = nor2_1 (46), a21oi_1 (43), inv_1 (20), o21ai_0 (20), xor2_1 (19)
synth_top_cell_by_count = nor2_1
synthDistinctLibCells = 38
yosys_warnings = 1
top_cells_by_area = a21oi_1 (12%), nor2_1 (9.6%), xor2_1 (9.3%), o21ai_0 (5.6%), a22oi_1 (4.6%)

[clock_network]
cts_resized = 0
cts_hold_buf = 0
cts_setup_buffers = 0

[status]
status = complete, no violations

[run]
drv_cap = 0
warnings = 32

[hold_path]
holdCritPathClass = primary input to output pin
final cells by class:
class / count / area (um2)
fill: 1149 / 7300
timing repair buffer: 177 / 1760
multi-input combinational: 261 / 1630
tap: 140 / 175
inverter: 20 / 75.1
final timing paths:
path,start,cells past startpoint,endpoint
setup / recovery,w_opcode[4],6,w_data[29]
hold / removal,alu_res[27],4,next_pc[27]
cells by family (layout without fill, tap and decap cells):
group / Yosys count / count (layout) / share of synthesized area (%)
buffers and inverters: 45 / 197 / 9.98
AOI/OAI and AO/OA: 115 / 115 / 39.6
xor gates and xnor gates: 28 / 28 / 13.7
adders and majority gates: 1 / 1 / 0.698
and+or+nand+nor: 114 / 114 / 34.1
muxes: 3 / 3 / 1.88
per-layer routing:
layer | vias to the layer above | GRT usage [%] | share of wire, %
li1 | 1435 | - | -
met1 | 1333 | 16.7 | 43
met2 | 169 | 21.6 | 47
met3 | 4 | 2.47 | 9.1
met4 | 0 | 0.670 | 0.58
met5 | - | 0 | 0
worst max-delay path: stages:
cell	delay (ns)
clkdlybuf4s50_1	0.72
nor3_1	0.48
and3b_1	0.69
a22oi_1	0.17
o22ai_1	0.20
clkdlybuf4s50_1	0.50
power breakdown:
part,leakage (nW),switching (mW),total (mW),internal (mW)
Sequential,0,0,0,0
Clock,0,0,0,0
Combinational,1.32,0.0511,0.137,0.0862
cell usage in the layout, fill, tap and decap left out, drive strengths merged, types with 6 or more instances in the layout:
master         instances
clkdlybuf4s50        172
nor2                  46
a21oi                 43
o21ai                 27
inv                   20
xor2                  19
nand2                 17
a22oi                 11
o22ai                 11
nand4                 11
nand3                 11
xnor2                  9
and3                   7
o221ai                 6
a32oi                  6
through the flow:
stage / hold slack, ns / power, mW
finish: 4.21 / 0.137
floorplan: 3.26 / 0.0376
global route: 4.23 / 0.149
detailed placement: 4.21 / 0.137
global placement: 4.21 / 0.137
CTS: 4.22 / 0.138
Power is estimated from default activity; no workload was simulated.
