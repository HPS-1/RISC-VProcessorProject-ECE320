**./config.mk**
```make
export PLATFORM = sky130hd
export DESIGN_NAME = memory_logic
export DESIGN_NICKNAME = memory_logic
export VERILOG_FILES = /design/flow/design.v
export SDC_FILE = /design/flow/constraint.sdc
export NUM_CORES = 4
export LEC_CHECK = 1
export CORE_AREA = 10 10 80 80
export DIE_AREA = 0 0 90 90
```
**./constraint.sdc**
```tcl
current_design memory_logic

set clk_period 3.7
set clk_io_pct 0.2

create_clock -name clk0 -period $clk_period

set non_clock_inputs [all_inputs -no_clocks]
set_input_delay [expr $clk_period * $clk_io_pct] -clock clk0 $non_clock_inputs
set_output_delay [expr $clk_period * $clk_io_pct] -clock clk0 [all_outputs]
```
**./design.v**
```verilog
module memory_logic(
  input [6:0] m_opcode,
  input [2:0] m_funct3,
  input [31:0] m_data_rs2,
  input [31:0] m_alu_res,
  output reg [31:0] m_address,
  output reg [31:0] m_data_in,
  output reg m_rw,
  output reg [1:0] m_size_encoded
);
    initial begin
        m_address = 32'h00000000;
        m_data_in = 32'h00000000;
        m_rw= 1'b0;
        m_size_encoded = 2'b00;
    end
    always @(*) begin
        case (m_opcode)  
            7'b0000011: begin  
                m_address = m_alu_res;
                m_data_in = 32'h00000000;
                m_rw= 1'b0;
                m_size_encoded = 2'b00;  
            end
            7'b0100011: begin  
                m_address = m_alu_res;
                m_data_in = m_data_rs2;
                m_rw= 1'b1;
                if ((m_funct3 == 3'b000) || (m_funct3 == 3'b100)) begin
                    m_size_encoded = 2'b00;
                end else if ((m_funct3 == 3'b001) || (m_funct3 == 3'b101)) begin
                    m_size_encoded = 2'b01;
                end else if (m_funct3 == 3'b010) begin
                    m_size_encoded = 2'b10;
                end else begin
                    m_size_encoded = 2'b11;
                end
            end
            default: begin
                m_address = 32'h00000000;
                m_data_in = 32'h00000000;
                m_rw= 1'b0;
                m_size_encoded = 2'b00; 
            end
        endcase
    end
endmodule
```
**./run.sh**
```bash
#!/bin/bash
# OpenROAD 26Q1-2900-gdf79404cd8, Yosys 0.63+post, stock flow scripts
make -C /OpenROAD-flow-scripts/flow DESIGN_CONFIG=/design/flow/config.mk WORK_HOME=/design/flow/orfs finish
```
==> run summary <==
Crit path buf inv count: 3
Fin. max-slew vios: 0
RSZ-0062 raised after global routing: no
Critical path cell sequence: clkdlybuf4s50_1, or3b_2, buf_12, nor3_1, clkdlybuf4s50_1
Synth unique cells: 12
# hold bufs at CTS: 0
Critical path's slowest cell: clkdlybuf4s50_1
Core Region: 0.00472 sq mm
Vias post-DR: 1324
Final WL: 4760 microns
Num rows: 25
Postcts setup bufs: 0
First-pass GRT wire length: 7410 microns
# IOs: 141
DRC Markers: 0
Startpoint Class: input pin
Post-Syn Area: 856 sq um
GRT Util Overall: 0.108
Chip area: 0.00810 sq mm
Syn_area_per_cell: 7.01 sq um
First-pass DRT Iterations: 4
Leakage: 0.775 nW
CTS resizes: 0
Final hold vios: 0
WP data arrival: 2.56 ns
Initial drt markers: 27
Fmax: 303 MHz
VDD IR-drop max: 0.0700 mV
IO Port Bufs: 141
Max-cap check violation count: 0
CLK BUF: 0
Die W: 90 microns
Antenna-violating nets left: 0
Largest net degree at the start of global routing: 36
Final GP Congestion: 0.739
Normalized max-slew margin: 0.747
Status: finished clean
Crit Path Category: in2out
Initial antenna violation count: 0
Area grow syn2layout: 171%
Tool warning count: 32
Setup tns final: 0 ns
Grt total ovfl: 0
FP Core Util: 0.181
Most frequent cells in the layout: 141 x clkdlybuf4s50_1, 33 x inv_1, 32 x nor4b_1, 29 x nor3_2
Detailed Place HPWL: 3950 microns
Final setup fails: 0
Cells after Synth: 122
Register share after synthesis: 0
Share of layout cells above drive strength 1: 0.148
Final Cycle Share: 0.892
Highest-count logic cell in the final layout: clkdlybuf4s50_1
Synth Warn #: 1
Synthesis area per yosys: 856 sq um
Number of global-route vias before repair: 1325
Least-Margin Pin Slew: 0.374 ns
Crit path DRT: 2.96 ns
Routed WL per cell: 15.0 microns
Family with the most delay on the worst path: buffers and inverters
Flop area: 0 sq um
Overall power: 0.129 mW
Delay of the slowest critical-path stage: 0.49 ns
Hold crit path type: in2out
Most used cell, CP: clkdlybuf4s50_1
Final Critical Period: 3.30 ns
Crit end category: output port
Die H: 90 microns
Antenna diodes: 0
Cell area power density: 55.8 mW/mm^2
DR vias/cell: 4.18
Number of fill cells: 446
Ys cells: 122
Worst-path fanout max: 35
Flop Count: 0
cells by family after synthesis:
group                  after synthesis  synth area share
AND-OR/OR-AND                        1           0.00584
buffers and inverters               52             0.270
AND/OR/NAND/NOR                     69             0.724
area by class of cell:
cell class,count,area (sq um),share of cell area
Inverter,33,124,0.0535
Tap cell,67,83.8,0.0362
Timing Repair Buffer,147,1470,0.634
Multi-Input combinational cell,70,641,0.276
routing by layer:
metal  routed length, microns  GRT usage
met1                     1960      0.132
met5                        0          0
met4                        0          0
met3                      804     0.0729
met2                     2000      0.163
worst paths after layout:
kind	end	cells past startpoint	start	slack, ns
worst max-delay path	m_size_encoded[0]	5	m_opcode[5]	0.40
worst min-delay path	m_data_in[0]	4	m_data_rs2[0]	2.36
Yosys cell counts (all sizes together):
cell type  number  area (sq um)
nor3           34           315
inv            33           124
nor4b          32           280
clkbuf         11          42.5
buf             8          65.1
a21oi           1          5.00
nand4bb         1          11.3
nor2            1          3.75
or3b            1          8.76
where the power goes:
part | switching, mW | internal, mW
combinational | 0.0416 | 0.0878
clock | 0 | 0
sequential | 0 | 0
stage by stage:
step	setup WS [ns]	std cells	cell area [sq um]	util	hold slack, ns
CTS	0.394	317	2320	0.491	2.37
detailed placement	0.393	317	2320	0.491	2.37
global route	0.274	317	2320	0.491	2.40
floorplan	1.38	122	856	-	1.54
global placement	0.389	317	2320	0.491	2.36
finish	0.401	317	2320	0.491	2.36
No activity file was given, so power comes from the tool's default toggle rates.
