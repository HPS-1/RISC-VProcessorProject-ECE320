### /design/flow/design.v
module alu(
  input [6:0] e_opcode,
  input [2:0] e_funct3,
  input [6:0] e_funct7,
  input [4:0] e_shamt,
  input [31:0] e_pc,
  input [31:0] e_imm,
  input [31:0] r_data_rs1,
  input [31:0] r_data_rs2,
  output reg [31:0] e_alu_res
);
    initial begin
      e_alu_res = 32'h00000000;
    end
    always @(*) begin
        case (e_opcode)  
            7'b0110111: begin  
                e_alu_res = e_imm;
            end
            7'b0010111: begin  
                e_alu_res = e_pc + e_imm;
            end
            7'b1101111: begin  
                e_alu_res = e_pc + e_imm;
            end
            7'b1100111: begin  
                e_alu_res = r_data_rs1 + e_imm;
                e_alu_res[0] = 1'b0;
            end
            7'b1100011: begin  
                e_alu_res = e_pc + e_imm;
            end
            7'b0000011,
            7'b0100011: begin  
                e_alu_res = r_data_rs1 + e_imm;
            end
            7'b0010011: begin
                case (e_funct3)                   
                    3'b000: begin  
                        e_alu_res = r_data_rs1 + e_imm;
                    end
                    3'b010: begin  
                        e_alu_res = ($signed(r_data_rs1) < $signed(e_imm)) ? 32'h00000001 : 32'h00000000;
                    end
                    3'b011: begin  
                        e_alu_res = (r_data_rs1 < e_imm) ? 32'h00000001 : 32'h00000000;
                    end
                    3'b100: begin  
                        e_alu_res = r_data_rs1 ^ e_imm;
                    end
                    3'b110: begin  
                        e_alu_res = r_data_rs1 | e_imm;
                    end
                    3'b111: begin  
                        e_alu_res = r_data_rs1 & e_imm;
                    end
                    3'b001: begin  
                        e_alu_res = r_data_rs1 << e_shamt;
                    end
                    3'b101: begin  
                        case (e_funct7)
                            7'b0000000: begin  
                                e_alu_res = r_data_rs1 >> e_shamt;
                            end
                            7'b0100000: begin  
                                e_alu_res = $signed(r_data_rs1) >>> e_shamt;
                            end
                            default: begin
                                e_alu_res = 32'h00000000;  
                            end
                        endcase
                    end
                    default: begin
                        e_alu_res = 32'h00000000;  
                    end
                endcase
            end
            7'b0110011: begin
                case (e_funct3)                   
                    3'b000: begin  
                        case (e_funct7)
                            7'b0000000: begin  
                                e_alu_res = r_data_rs1 + r_data_rs2;
                            end
                            7'b0100000: begin  
                                e_alu_res = r_data_rs1 - r_data_rs2;
                            end
                            default: begin
                                e_alu_res = 32'h00000000;  
                            end
                        endcase
                    end
                    3'b001: begin  
                        e_alu_res = r_data_rs1 << (r_data_rs2[4:0]);
                    end
                    3'b010: begin  
                        e_alu_res = ($signed(r_data_rs1) < $signed(r_data_rs2)) ? 32'h00000001 : 32'h00000000;
                    end
                    3'b011: begin  
                        e_alu_res = (r_data_rs1 < r_data_rs2) ? 32'h00000001 : 32'h00000000;
                    end
                    3'b100: begin  
                        e_alu_res = r_data_rs1 ^ r_data_rs2;
                    end
                    3'b101: begin  
                        case (e_funct7)
                            7'b0000000: begin  
                                e_alu_res = r_data_rs1 >> (r_data_rs2[4:0]);
                            end
                            7'b0100000: begin  
                                e_alu_res = $signed(r_data_rs1) >>> (r_data_rs2[4:0]);
                            end
                            default: begin
                                e_alu_res = 32'h00000000;  
                            end
                        endcase
                    end
                    3'b110: begin  
                        e_alu_res = r_data_rs1 | r_data_rs2;
                    end
                    3'b111: begin  
                        e_alu_res = r_data_rs1 & r_data_rs2;
                    end
                    default: begin
                        e_alu_res = 32'h00000000;  
                    end
                endcase
            end
            default: begin
                e_alu_res = 32'h00000000;  
            end
        endcase
    end
endmodule
### /design/flow/run.sh
#!/bin/bash
# OpenROAD 26Q1-2900-gdf79404cd8, Yosys 0.63+post, stock flow scripts
make -C /OpenROAD-flow-scripts/flow DESIGN_CONFIG=/design/flow/config.mk WORK_HOME=/design/flow/orfs finish
### /design/flow/config.mk
export PLATFORM = sky130hd
export DESIGN_NAME = alu
export DESIGN_NICKNAME = alu
export VERILOG_FILES = /design/flow/design.v
export SDC_FILE = /design/flow/constraint.sdc
export NUM_CORES = 4
export LEC_CHECK = 1
export CORE_UTILIZATION = 30
### /design/flow/constraint.sdc
current_design alu

set clk_period 21.2
set clk_io_pct 0.2

create_clock -name clk0 -period $clk_period

set non_clock_inputs [all_inputs -no_clocks]
set_input_delay [expr $clk_period * $clk_io_pct] -clock clk0 $non_clock_inputs
set_output_delay [expr $clk_period * $clk_io_pct] -clock clk0 [all_outputs]
==> impl_metrics.ini <==
; synthesis and place-and-route metrics
[critical_path]
cp_top_family = simple AND/OR/NAND/NOR gates
cp_cell_sequence = clkdlybuf4s50_1 > buf_4 > nand3b_1 > nor4_4 > and3_1 > nor2_1 > buf_4 > nand2_1 > a31oi_1 > mux2i_1 > o21ai_0 > a2111oi_1 > a21oi_1 > a221o_1 > clkdlybuf4s50_1
crit_path_start_kind = input port
slowest_delay_ps = 820
path_max_fanout = 30
cp_data_required_time_ps = 16960
cp_slowest_cell = a2111oi_1
arrival_ps = 10140
cp-end-kind = output pin
critPathBufInv = 4
crit_type = in2out

[worst_hold_path]
min_path_cells = 5
holdCritStartpoint = e_funct7[5]
hp-class = in2out
hold_end = e_alu_res[8]

[sta]
hold_violations = 0
finalClockPeriodUsage_pct = 67.82
setup_violations = 0
relSlewSlack_pct = 25.85
final_max_slew_viol_count = 0
tns_ps = 0
clock.fmax_mhz = 69.55
tightestPinTransition_ps = 1109
fin_crit_ps = 14380
grt_setup_unrepaired = no
setup_slack_ps = 6822

[grt]
grt_max_degree = 50
antenna_found_initial = 9
track_usage_pct = 40.77
grt_pass1_wl_mm = 169.7
grt_overflow = 0
grt_pass1_vias = 21950

[route]
final_antenna_net_count = 0
viasPerCell = 6.668
drtIter0Drc = 3175
wl_per_cell_um = 34.66
drc = 0
routed_wl_mm = 123.3
num_vias = 23720
drt_pass1_iterations = 8

[run_status]
status = completed

[layout]
fillers = 6339
syn2layout_area_growth_pct = 15.90
ff_latch_area_um2 = 0
layout-drive-gt1-share_pct = 6.741
fin_util_pct = 35.16
fin_cells = 3557
combGateArea_um2 = 16100
flop-count = 0
lay_top_cells = 289 x a21oi_1, 231 x nor2_1, 223 x ha_1
nClkBuffers = 0
layout_top_cell = a21oi_1

[die]
rows = 88
die.size.y_um = 243.6
core_um2 = 57700
fp_util_pct = 30.34
io_pins = 182
dieArea_um2 = 59320
fp.dieW_um = 243.6

[synthesis]
synth_area_per_cell_um2 = 6.507
syn_area_um2 = 17500
yosysTopAreaCell = ha_1
netlist_instances = 2690
synth_top_area_share_pct = 15.94
yosysUniqueCellTypes = 104
yosys_warnings = 1
ys_seq_share_pct = 0
ys_chip_area_um2 = 17500
synthTopCellsByArea = ha_1 16%, a21oi_1 8.3%, mux2i_1 7.4%
yosys_cells = 2690

[placed_design]
io_buffers = 182
gp_congestion = 1.088
hpwl_mm = 95.55
dp_slack_ps = 7087
dp.cells = 3554

[pwr]
switchingPower_w = 0.0003596
report.power.total_w = 0.0005433
leakagePower_nw = 8.439
power_density_nw_per_um2 = 26.78
intPower_w = 0.0001837
switching_share_pct = 66.18
vdd_drop_max_mv = 0.01369

[cts]
cts_hold_buf = 0
cts_setup_buffers = 0
cts.repair.resized = 0

[job]
warning_count = 160
max_cap_viol_count = 0
[worst max-delay path by stage]
stage	start	endpoint	slack [ps]	cells after the start
final	e_funct3[2]	e_alu_res[22]	6820	15
after global routing	e_funct3[0]	e_alu_res[21]	6590	16
after CTS	e_funct3[2]	e_alu_res[22]	7040	15
[metrics by stage]
stage | hold slack [ps] | instance area [µm²]
final | 9637 | 20290
after detailed placement | 9621 | 20280
after CTS | 9623 | 20280
after global routing | 9702 | 20280
after floorplan | 8560 | 17500
after global placement | 9617 | 20280
[cell usage after synthesis, drive strengths merged, types with 15 or more instances]
master and count:
o211ai 45, nand2b 19, xor2 23, ha 223, o221ai 24, o21bai 31, nor2b 18, o21a 15
a21o 38, a31oi 45, o2111ai 18, inv 149, clkbuf 119, nand3 102, o21ai 192, o22ai 51
a221oi 18, nand4 23, nor3 96, a22o 20, a22oi 43, mux2i 132, xnor2 59, o31ai 24
buf 77, a21oi 295, and3 27, nand2 220, nor2 235, a211oi 60, nor4 20
[tightest hold or removal path, cell delays in order]
cell and delay, ps:
buf_2 350, a21oi_1 90, o21ai_1 120, nand2_1 120
clkdlybuf4s50_1 460
[power groups by stage]
stage | registers [W] | clock network, W | logic [W]
after global routing | 0 | 0 | 0.000567
after CTS | 0 | 0 | 0.000522
[layer usage]
layer	up-vias	track usage [%]	part of all wire, %
met5	-	0	0.057
met1	11310	54.76	41
met2	1644	58.40	41
met3	382	9.054	10
li1	10370	-	-
met4	12	26.84	8.0
[cell type report]
cell class         instances  area share [%]
inverters                151           2.794
repair buffers           295           13.09
well taps                765           4.718
diodes                     3         0.03700
multi-input cells       2343           79.36
[kinds of logic after synthesis]
group / Yosys count / synth area share (%)
xor gates and xnor gates: 82 / 4.103
and+or+nand+nor: 831 / 22.74
adders and majority gates: 227 / 16.40
AOI/OAI and AO/OA: 1057 / 39.97
muxes: 146 / 8.542
buffers and inverters: 347 / 8.242
